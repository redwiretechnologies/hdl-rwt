===== flow/design.v =====
module axi_pipeline_add #(
  parameter DWIDTH = 64,
  parameter UWIDTH = 1,
  parameter CHUNK_SZ = 16
)(
  input               clk,
  input               aresetn,
  input [DWIDTH-1:0]  cmp,
  output              s_axi_ready,
  input               s_axi_valid,
  input [DWIDTH-1:0]  s_axi_data_a,
  input [DWIDTH-1:0]  s_axi_data_b,
  input [UWIDTH-1:0]  s_axi_user,
  input               m_axi_ready,
  output              m_axi_valid,
  output [DWIDTH-1:0] m_axi_data_a,
  output [DWIDTH-1:0] m_axi_data_b,
  output [DWIDTH-1:0] m_axi_data_result,
  output              m_axi_data_carry,
  output [UWIDTH-1:0] m_axi_user);
  localparam NUM_CHUNKS = DWIDTH/CHUNK_SZ;
  wire             advance;
  reg              valid [0:NUM_CHUNKS-1];
  reg [UWIDTH-1:0] user [0:NUM_CHUNKS-1];
  reg [DWIDTH-1:0] a [0:NUM_CHUNKS-1];
  reg [DWIDTH-1:0] b [0:NUM_CHUNKS-1];
  reg [DWIDTH-1:0] result [0:NUM_CHUNKS-1];
  reg              carry [0:NUM_CHUNKS-1];
  reg              c;
  reg [CHUNK_SZ-1:0] value;
  assign advance = m_axi_ready | ~valid[NUM_CHUNKS-1];
  assign s_axi_ready = advance;
  assign m_axi_valid = valid[NUM_CHUNKS-1];
  assign m_axi_data_a = a[NUM_CHUNKS-1];
  assign m_axi_data_b = b[NUM_CHUNKS-1];
  assign m_axi_data_result = result[NUM_CHUNKS-1];
  assign m_axi_data_carry = carry[NUM_CHUNKS-1];
  assign m_axi_user = user[NUM_CHUNKS-1];
  always @(posedge clk) begin: sync_proc
    integer i;
    if (aresetn == 1'b0) begin
      for (i=0; i < NUM_CHUNKS; i = i + 1) begin
        valid[i] <= 1'b0;
        user[i] <= 'd0;
        a[i] <= 'd0;
        b[i] <= 'd0;
        result[i] <= 'd0;
        carry[i] <= 'd0;
      end
    end else begin
      if (advance) begin
        valid[0] <= s_axi_valid;
        user[0] <= s_axi_user;
        a[0] <= s_axi_data_a;
        b[0] <= s_axi_data_b;
        {c, value} = s_axi_data_a[0 +: CHUNK_SZ] + s_axi_data_b[0 +: CHUNK_SZ];
        carry[0] <= c;
        result[0] <= 'd0;
        result[0][0 +: CHUNK_SZ] <= value;
        for (i=1; i < NUM_CHUNKS; i = i + 1) begin
          valid[i] <= valid[i - 1];
          user[i] <= user[i - 1];
          a[i] <= a[i - 1];
          b[i] <= b[i - 1];
          {c, value} = {{CHUNK_SZ-1{1'b0}}, carry[i-1]} +
                       a[i-1][i*CHUNK_SZ +: CHUNK_SZ] +
                       b[i-1][i*CHUNK_SZ +: CHUNK_SZ];
          carry[i] <= c;
          result[i] <= result[i-1];
          result[i][i*CHUNK_SZ +: CHUNK_SZ] <= value;
        end
      end
    end
  end
endmodule

===== flow/run.sh =====
#!/bin/bash
# OpenROAD 26Q1-2900-gdf79404cd8, Yosys 0.63+post, stock flow scripts
make -C /OpenROAD-flow-scripts/flow DESIGN_CONFIG=/design/flow/config.mk WORK_HOME=/design/flow/orfs finish

===== flow/config.mk =====
export PLATFORM = sky130hd
export DESIGN_NAME = axi_pipeline_add
export DESIGN_NICKNAME = axi_pipeline_add
export VERILOG_FILES = /design/flow/design.v
export SDC_FILE = /design/flow/constraint.sdc
export NUM_CORES = 4
export LEC_CHECK = 1
export CORE_UTILIZATION = 30

===== flow/constraint.sdc =====
current_design axi_pipeline_add

set clk_period 149.2
set clk_io_pct 0.2

create_clock -name clk0 -period $clk_period [get_ports {clk}]

set non_clock_inputs [all_inputs -no_clocks]
set_input_delay [expr $clk_period * $clk_io_pct] -clock clk0 $non_clock_inputs
set_output_delay [expr $clk_period * $clk_io_pct] -clock clk0 [all_outputs]

==> flow_summary.yaml <==
# implementation run metrics
routing:
  ant_nets: 0
  routed-wl-met2_um: 37600
  drcViolationCount: 0
  via_count: 22148
  vias_per_cell: 4.63
  highest_layer: "met5"
  drt-met1-wl_um: 36300
  dr.pass1.iters: 5
  met3_wirelength_um: 4390
  wl_per_cell_um: 16.7
  first_iter_violations: 1293
  finalWirelength_um: 79900
final_timing:
  finalCriticalPeriod_ns: 61.57
  rsz0062_at_grt: "no"
  finClkSkew_ns: 0.0225
  hold_viol_final: 0
  setup_viol: 0
  finalCritPeriodShare: 0.413
  slew_violations: 0
  finalSetupTns_ns: 0
  worst-slew-pin-transition_ns: 0.776
  fmax_mhz: 16.2
  slew-limit-headroom: 0.483
synth:
  syn-cell-area_um2: 27700
  synth-edff-count: 0
  syn_avg_cell_area_um2: 8.35
  ys_sh_simple: 0.201
  synth.logic.top_family: "AND-OR/OR-AND gates"
  postSynthSeqShare: 0.494
  syn_inst: 3321
  numSynthFlops: 684
  async_flop_share: 0
  flop_cell: "dfxtp_1"
  ys_warn_count: 7
  top_area_cell: "dfxtp_1"
  ys_area_um2: 27700
  yosysTopAreaCellShare: 0.494
  yosys_cells: 3321
  synth.cellmix.compoundShare: 0.221
  synth.distinct_cells: 65
  xor_area_frac: 0.0142
  mux_area_frac: 0.000722
  area_leaders: "dfxtp_1 (49%), nand2_1 (18%), a21boi_0 (17%)"
  yosys.area_share.adder: 0.0326
clocking:
  post_cts_buffers: 0
  cts_hold_buffers: 0
  cts.repair.resized: 0
  clock_latency_ns: 0.64
  numCtsBuffers: 78
  path_clk_slew_ns: 0.06
  cts_root_buf: "clkbuf_16"
  tritoncts: "done"
  cts_sinks: 684
  clock_path_buffers: 3
  cts-htree-levels: 3
floorplanning:
  fp.dieH_um: 306
  die_w_um: 306
  row_count: 111
  fp-utilization: 0.303
  die-area_um2: 93600
  ios: 393
  core_area_um2: 91500
grt:
  antenna_found_initial: 10
  grt_max_degree: 148
  first_global_vias: 20468
  gr-total-overflow: 0
  gr-usage-all-layers: 0.172
  grt_pass1_wl_um: 122000
cells_and_area:
  instances_no_fill: 4779
  nFillCells: 9193
  syn_to_final_growth_pct: 24.1
  drive_gt1_frac: 0.0496
place:
  hpwlAfterDp_um: 55000
  place_congestion: 0.869
  placed_cells: 4633
  io_buffers: 328
setup_path:
  timing.rr.end: "carry[2]"
  critPathBufInv: 3
  crit_type: "input port to output pin"
  worstPathArrival_ns: 31.73
  ff2ff_path_depth: 7
  cp.required_ns: 119.36
  crit_chain: "clkdlybuf4s50_1, nor2b_4, inv_8, clkdlybuf4s50_1"
  cpLargestDelayFamily: "buffers and inverters"
  crit_path_max_fanout: 88
  cpMaxStageDelayCell: "nor2b_4"
  r2r_slack_ns: 145.60
  end_kind: "output pin"
  crit_end: "s_axi_ready"
  crit_path_max_incr_delay_ns: 0.60
  critPathMostFrequentCell: "clkdlybuf4s50_1"
  cp-startpoint: "m_axi_ready"
  rr_startpoint: "valid[3]"
  cp.depth: 4
  start_kind: "input port"
pwr:
  power.density_nw_per_um2: 12.2
  power.leakage_nw: 12.6
  vdd_drop_max_uv: 6.89
worst_hold_path:
  hold_path.class: "register to register"
job:
  warning_count: 95
  drv_cap: 0
run_status:
  status: "complete, no violations"
## registers in the layout (all words and copies together) (netlist names)
signal / flops
user: 4
b: 256
result: 160
a: 256
valid: 4
carry: 4
## cell usage in the layout (no fill, tap or decap), types with 6 or more instances in the layout
cell type / count
clkbuf_8: 17
nand3_1: 33
o21ai_0: 68
nor2_1: 22
a211oi_1: 8
xor2_1: 21
buf_4: 26
nor3_1: 15
clkinvlp_4: 6
xnor2_1: 24
clkbuf_1: 13
ha_1: 61
fa_1: 7
dfxtp_1: 684
a31oi_1: 7
a21o_1: 18
and2_1: 14
o21a_1: 10
a21oi_1: 49
a21boi_0: 624
clkinv_2: 15
clkdlybuf4s50_1: 327
inv_1: 13
clkbuf_16: 79
o211ai_1: 17
nand2_1: 1318
## report_power, final
group	internal [W]	switching, W	leakage (nW)
Clock	0.000114	0.0000805	1.29
Combinational	0.0000146	0.0000151	5.70
Sequential	0.000191	0.00000516	5.60
Total	0.000320	0.000101	12.6
## metal layers
layer,GRT usage,vias up
li1,-,11401
met3,0.0376,102
met2,0.278,361
met5,0,-
met1,0.245,10274
met4,0.0311,10
## how the worst min path moves through the flow
stage | start | to | slack [ns] | cells after the start
CTS | result[1][27] | result[1][27] | 0.45 | 2
global route | result[1][26] | result[1][26] | 0.47 | 2
finish | result[1][26] | result[1][26] | 0.45 | 2
## cells by family (layout without fill, tap and decap cells)
logic type,Yosys count,after routing
AND-OR/OR-AND,845,845
adder cells (fa/ha/maj),68,68
buffers and inverters,244,515
XOR/XNOR,45,45
multiplexers,2,2
AND/OR/NAND/NOR,1433,1433
other,0,1
flip-flops,684,684
## synthesized netlist by cell type (18+ instances only)
master,count
o21ai_0,68
dfxtp_1,684
ha_1,61
a21boi_0,624
a21oi_1,49
buf_2,66
a21o_1,18
nor2_1,22
xnor2_1,24
nand2_1,1318
xor2_1,21
clkbuf_1,154
nand3_1,33
## tightest hold or removal path, stage by stage, from the launching register on
cell and delay [ns]:
dfxtp_1 0.32, nand2_1 0.04, o21ai_0 0.05
## per-stage QoR
step	instance area, um2	utilization	power, W	hold slack, ns	worst slack [ns]
after CTS	34400	0.376	0.000427	0.452	87.54
final	34400	0.376	0.000420	0.451	87.63
after detailed placement	31800	0.347	0.000230	0.443	87.54
after global placement	31800	0.347	0.000230	0.438	87.49
after floorplan	27700	-	0.000216	0.401	88.91
after global routing	34400	0.376	0.000439	0.475	87.48
## layout make-up
cell class | instances | area, um2 | share of cell area
antenna | 1 | 2.50 | 0.0000727
clock buffer | 109 | 2260 | 0.0657
clock inverter | 36 | 374 | 0.0109
inverter | 14 | 60.1 | 0.00175
multi-input combinational | 2393 | 13000 | 0.378
sequential | 684 | 13700 | 0.398
tap | 1186 | 1480 | 0.0431
timing repair buffer | 356 | 3520 | 0.102
No activity file was given, so power comes from the tool's default toggle rates.
