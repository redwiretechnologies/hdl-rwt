==> design/flow/config.mk <==
export PLATFORM = sky130hd
export DESIGN_NAME = data_order
export DESIGN_NICKNAME = data_order
export VERILOG_FILES = /design/flow/design.v
export SDC_FILE = /design/flow/constraint.sdc
export NUM_CORES = 4
export LEC_CHECK = 1
export CORE_UTILIZATION = 50
==> design/flow/constraint.sdc <==
current_design data_order

set clk_period 3.5
set clk_io_pct 0.2

create_clock -name clk0 -period $clk_period [get_ports {adc_clk}]

set non_clock_inputs [all_inputs -no_clocks]
set_input_delay [expr $clk_period * $clk_io_pct] -clock clk0 $non_clock_inputs
set_output_delay [expr $clk_period * $clk_io_pct] -clock clk0 [all_outputs]
==> design/flow/design.v <==
`timescale 1ns/100ps
module data_order #(
    parameter NUM_CHANNELS   = 4,
    parameter CHANNEL_OFFSET = 1024,
    parameter CHANNEL_WIDTH  = 16)
(
    input adc_clk,
    input adc_rstn,
    input send_count,
    input reset_count,
    input [NUM_CHANNELS*CHANNEL_WIDTH-1:0]  adc_data_in,
    input [NUM_CHANNELS-1:0]                adc_enable_in,
    input [NUM_CHANNELS-1:0]                adc_valid_in,
    output [NUM_CHANNELS*CHANNEL_WIDTH-1:0] adc_data_out,
    output [NUM_CHANNELS-1:0]               adc_enable_out,
    output [NUM_CHANNELS-1:0]               adc_valid_out
);
    genvar i;
    integer j;
    wire [NUM_CHANNELS*CHANNEL_WIDTH-1:0] constant_outputs;
    reg [NUM_CHANNELS*CHANNEL_WIDTH-1:0]  count_outputs;
    wire [CHANNEL_WIDTH-1:0] chan_o;
    assign chan_o = CHANNEL_OFFSET;
    for (i=0; i<NUM_CHANNELS; i=i+1) begin : set_constants
        assign constant_outputs[CHANNEL_WIDTH*(i+1)-1:CHANNEL_WIDTH*i] =
                chan_o*i;
    end
    always @(posedge adc_clk)
    begin
        if (!adc_rstn | reset_count)
        begin
            count_outputs = constant_outputs;
        end else
        begin
            for (j=0; j<NUM_CHANNELS; j=j+1) begin : count
                if (adc_enable_in[j] & adc_valid_in[j] & send_count)
                begin
                    count_outputs[CHANNEL_WIDTH*(j+1)-1 -: CHANNEL_WIDTH] =
                        count_outputs[CHANNEL_WIDTH*(j+1)-1 -: CHANNEL_WIDTH]+1;
                end
            end
        end
    end
    assign adc_enable_out = adc_enable_in;
    assign adc_valid_out  = adc_valid_in;
    assign adc_data_out   = (send_count == 1'b1) ? count_outputs : adc_data_in;
endmodule
==> design/flow/run.sh <==
#!/bin/bash
# OpenROAD 26Q1-2900-gdf79404cd8, Yosys 0.63+post, stock flow scripts
make -C /OpenROAD-flow-scripts/flow DESIGN_CONFIG=/design/flow/config.mk WORK_HOME=/design/flow/orfs finish
==> metrics.yaml <==
power:
  pwr-share-seq: 0.482
  clockPowerShare: 0.354
  power.internal_uw: 1200
  switching_power_uw: 317
  vdd_ir_drop_max_uv: 206
  power_frac_comb: 0.164
  power.leakage_uw: 0.00184
  netSwitchingFraction: 0.209
  cellPowerDensity_nw_per_um2: 284
cts:
  cts_hold_buf: 0
  htree_levels: 3
  cts_buffer_depth: 2
  cts_root_buf: "clkbuf_8"
  cts_buffers: 9
  clkTransAtPathRegs_ns: 0.07
  cts_sinks: 64
  post_cts_buffers: 0
  cts_resized: 0
  clkLatencyLatePin_ns: 0.33
  tritoncts: "yes"
sta:
  setup_viol: 0
  finalCritPeriodShare: 0.766
  tns_ns: 0
  maxSlewViolCount: 0
  relSlewSlack: 0.577
  fin_skew_ns: 0.00702
  period_minus_slack_ns: 2.68
  fmax_ghz: 0.373
  hold_violations: 0
  worst_pin_slew_ns: 0.629
  rsz0062_at_grt: "no"
placement:
  io_buffers: 147
  place.gp.congestion: 0.859
  hpwl_mm: 6.10
route:
  ant_nets: 0
  first_pass_iters: 4
  route.detailed.drc: 0
  viasPerCell: 5.29
  insertedDiodeCount: 0
  dr.first_iter.drc_count: 109
  wire_per_inst_um: 13.2
  drt-total-wl_mm: 8.59
  vias: 3441
setup_path:
  criticalPathCategory: "input pin to output port"
  r2r-start: "count_outputs[0]"
  critPathRequiredTime_ns: 2.80
  cp-start-kind: "input pin"
  cp_data_arrival_time_ns: 1.98
  startpoint: "send_count"
  worstSetupEndpointType: "output port"
  crit_path_max_fanout: 75
yosys:
  top_area_frac: 0.345
  synthTopCellsByArea: "dfxtp_1 (35%), mux2_2 (19%), xnor2_1 (6.4%), nor2_1 (4.5%), nand2_1 (3.5%)"
  ys.flops: 64
  ys.flop_type: "dfxtp_1"
  largest_area_cell: "dfxtp_1"
  synth_area_um2: 3710
  synth_stat.cells: 415
  ys_types: 35
  edf_count: 0
  synthTopCellsByCount: "dfxtp_1 (64), mux2_2 (64), nor2_1 (44), nand2_1 (35), xnor2_1 (27)"
  yosys_warnings: 1
  yosys.stat.seqShare: 0.345
  synthArstFlopShare: 0
  yosys_area_um2: 3710
  synth_area_per_cell_um2: 8.94
  postSynthCellCount: 415
final_layout:
  final_layout_size_suffix_gt1_frac: 0.167
  largest_register_ffs: 64
  fillerInstances: 520
  fin_util: 0.742
  area_growth_syn_to_layout_pct: 44.3
outcome:
  status: "finished clean"
global_route:
  grt_max_degree: 76
  grt_overflow_total: 0
  busiest_layer: "met2"
  grt_pass1_wl_mm: 13.7
  met2_usage: 0.358
  track_usage: 0.221
  grt.met3_usage: 0.0401
  antenna_found_initial: 0
  met1_usage: 0.328
  grt_pass1_vias: 3020
hold_path:
  min_path_type: "flip-flop to flip-flop"
  worstHoldStart: "count_outputs[31]"
flow_run:
  warnings: 26
  maxCapViolations: 0
floorplanning:
  rows: 31
  initCoreUtil: 0.514
  die_w_um: 88.1
  die_area_um2: 7770
  fp.dieH_um: 88.1
  ios: 148
  coreArea_um2: 7210
logic make-up (layout without fill, tap and decap cells):
| logic type | Yosys count | count (layout) | synth area share |
|---|---|---|---|
| simple gates | 169 | 169 | 0.241 |
| buf+inv | 32 | 168 | 0.0445 |
| fa+ha+maj | 4 | 4 | 0.0135 |
| flops | 64 | 64 | 0.345 |
| xor+xnor | 42 | 42 | 0.0992 |
| compound gates | 39 | 39 | 0.0597 |
| mux | 65 | 65 | 0.197 |
worst max-delay path, stage by stage:
cell and delay, ns:
buf_2 0.10, buf_12 0.32, mux2_2 0.38, clkdlybuf4s50_1 0.44
power by group through the flow:
stage	Sequential, uW	Clock [uW]	Combinational (uW)
4_1_cts	731	549	252
5_1_grt	731	589	270
6_report	731	537	249
metrics by stage:
| step | worst slack, ns | hold WS, ns | cells | power, uW | cell area (um^2) |
|---|---|---|---|---|---|
| after detailed placement | 0.821 | 0.490 | 637 | 998 | 5190 |
| after global routing | 0.754 | 0.513 | 650 | 1590 | 5350 |
| after global placement | 0.822 | 0.474 | 637 | 996 | 5190 |
| after floorplan | 1.15 | 0.455 | 415 | 827 | 3710 |
| after CTS | 0.813 | 0.500 | 650 | 1530 | 5350 |
| final | 0.820 | 0.499 | 650 | 1520 | 5350 |
layer usage:
layer  part of all wire  vias up
met5                  0        -
met4             0.0041        0
met3              0.054        2
met2               0.48      101
met1               0.46     1582
li1                   -     1756
final cells by class:
type | instances | area [um^2] | share of cell area
Multi-Input combinational cell | 319 | 2260 | 0.423
Timing Repair Buffer | 150 | 1500 | 0.281
Sequential cell | 64 | 1280 | 0.239
Clock buffer | 12 | 155 | 0.0290
Tap cell | 99 | 124 | 0.0232
Inverter | 5 | 18.8 | 0.00351
Clock inverter | 1 | 5.00 | 0.000935
cells in the final DEF (no fill, tap or decap), drive strengths merged, types with 2 or more instances in the layout:
master,count
a21oi,18
a31o,2
a31oi,3
a41o,3
and3,7
and4,4
buf,4
clkbuf,12
clkdlybuf4s50,146
dfxtp,64
ha,4
inv,5
mux2,64
nand2,35
nand3,15
nand4,21
nand4b,2
nor2,44
nor3,13
nor4,10
o21ai,13
or3,11
or4,4
xnor2,27
xor2,15
final timing paths:
path / to / slack (ns) / cells after the start
worst max-delay path: adc_data_out[62] / 0.82 / 4
worst min-delay path: count_outputs[31] / 0.50 / 2
worst max register to register: count_outputs[14] / 1.47 / 5
worst min register to register: count_outputs[31] / 0.50 / 2
Power is estimated from default activity; no workload was simulated.
