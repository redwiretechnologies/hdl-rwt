==> design/flow/design.v <==
`timescale 1ns/100ps
module sync_up_bus #(
  parameter ASYNC_CLK=1
)(
  input             up_clk,
  input             up_rstn,
  input             up_wreq,
  input [8:0]       up_waddr,
  input [31:0]      up_wdata,
  output reg        up_wack,
  input             up_rreq,
  input [8:0]       up_raddr,
  output reg [31:0] up_rdata,
  output reg        up_rack,
  input             user_clk,
  input             user_rstn,
  output reg        user_wreq,
  output reg [8:0]  user_waddr,
  output reg [31:0] user_wdata,
  input             user_wack,
  output reg        user_rreq,
  output reg [8:0]  user_raddr,
  input [31:0]      user_rdata,
  input             user_rack);
  reg [40:0]    up_wr_hold;
  reg [8:0]     up_rd_hold;
  reg           up_wreq_hold;
  reg           up_rreq_hold;
  reg           wreq_edge;
  reg           rreq_edge;
  reg [3:0]     user_wreq_hold;
  reg [3:0]     user_rreq_hold;
  reg [31:0]    user_rdata_hold;
  reg [3:0]     user_wack_extend;
  reg [3:0]     user_rack_extend;
  reg [2:0]     up_wack_s;
  reg [3:0]     up_rack_s;
  reg           wack_edge;
  reg           rack_edge;
  always @(posedge up_clk) begin
    if (up_rstn == 0) begin
      up_wr_hold <= 'd0;
      up_rd_hold <= 'd0;
      up_wreq_hold <= 1'b0;
      up_rreq_hold <= 1'b0;
    end else begin
      if (up_wreq_hold) begin
        if (up_wack) begin
          up_wreq_hold <= 1'b0;
        end
      end else if (up_wreq) begin
        up_wr_hold <= {up_wdata, up_waddr};
        up_wreq_hold <= 1'b1;
      end
      if (up_rreq_hold) begin
        if (up_rack) begin
          up_rreq_hold <= 1'b0;
        end
      end else if (up_rreq) begin
        up_rd_hold <= up_raddr;
        up_rreq_hold <= 1'b1;
      end
    end
  end
  always @(posedge user_clk) begin
    if (user_rstn == 0) begin
      user_wreq_hold <= 'd0;
      user_rreq_hold <= 'd0;
      user_wreq <= 1'b0;
      user_wdata <= 'd0;
      user_waddr <= 'd0;
      user_rreq <= 1'b0;
      user_raddr <= 'd0;
    end else begin
      user_wreq_hold <= {user_wreq_hold[2:0], up_wreq_hold};
      user_rreq_hold <= {user_rreq_hold[2:0], up_rreq_hold};
      wreq_edge = (~user_wreq_hold[3]) & user_wreq_hold[2];
      rreq_edge = (~user_rreq_hold[3]) & user_rreq_hold[2];
      user_wreq <= wreq_edge;
      user_rreq <= rreq_edge;
      if (wreq_edge) begin
        user_wdata <= up_wr_hold[40:9];
        user_waddr <= up_wr_hold[8:0];
      end
      if (rreq_edge) begin
        user_raddr <= up_rd_hold;
      end
    end
  end
  always @(posedge user_clk) begin
    user_wack_extend <= {user_wack_extend[2:0], user_wack};
    user_rack_extend <= {user_rack_extend[2:0], user_rack};
  end
  always @(posedge up_clk) begin
    if (up_rstn == 0) begin
      up_wack_s <= 'd0;
      up_rack_s <= 'd0;
      up_rdata <= 'd0;
      up_wack <= 1'b0;
      up_rack <= 1'b0;
    end else begin
      up_wack_s <= {up_wack_s[1:0], |user_wack_extend};
      up_rack_s <= {up_rack_s[2:0], |user_rack_extend};
      rack_edge = (~up_rack_s[3]) & up_rack_s[2];
      wack_edge = (~up_wack_s[2]) & up_wack_s[1];
      if (rack_edge)
        up_rdata <= user_rdata_hold;
      up_wack <= wack_edge;
      up_rack <= rack_edge;
    end
  end
  always @(posedge user_clk) begin
    if (user_rstn == 0) begin
      user_rdata_hold <= 'd0;
    end else begin
      if (user_rack)
        user_rdata_hold <= user_rdata;
    end
  end
endmodule
`timescale 1ns/100ps
module default_block_regs #(
  parameter ASYNC_CLK=1
)(
  input             user_clk,
  input             user_rstn,
  input             up_clk,
  input             up_rstn,
  input             up_wreq,
  input [8:0]       up_waddr,
  input [31:0]      up_wdata,
  output            up_wack,
  input             up_rreq,
  input [8:0]       up_raddr,
  output [31:0]     up_rdata,
  output            up_rack,
  input             adc_overflow,
  input             dac_underflow,
  input [55:0]      status_hold_diff,
  input             status_hold_diff_valid,
  input [55:0]      status_sample_idx_adc,
  input [55:0]      status_sample_idx_dac,
  output            cfg_which_pps,
  output reg [55:0] cfg_sample_idx,
  output reg        cfg_sample_idx_updated,
  output            cfg_pps_tags_enabled,
  output            cfg_overflow_enabled,
  output reg [23:0] cfg_overflow_wait,
  output            cfg_hold_enabled,
  output            cfg_sample_idx_mode,
  output    [31:0]  cfg_adc_decimation_ratio,
  output    [ 2:0]  cfg_adc_filter_mask,
  output            cfg_adc_correction_enable_a,
  output            cfg_adc_correction_enable_b,
  output    [15:0]  cfg_adc_correction_coefficient_a,
  output    [15:0]  cfg_adc_correction_coefficient_b,
  output            cfg_adc_filter_reset,
  output    [4:0]   cfg_adc_filter_id
);
  localparam BLK_ID = 16'h0002;
  localparam BLK_VER = 16'h0002;
  reg         status_clear;
  reg [2:0]   status_reg;
  wire [2:0]  status_edge;
  wire [2:0]  status_level;
  reg [4:0]   control;
  wire        user_wreq;
  wire [8:0]  user_waddr;
  wire [31:0] user_wdata;
  reg         user_wack;
  wire        user_rreq;
  wire [8:0]  user_raddr;
  reg [31:0]  user_rdata;
  reg         user_rack;
  reg [31:0]  adc_decimation_ratio;
  reg [ 2:0]  adc_filter_mask;
  reg [ 1:0]  adc_config;
  reg [15:0]  adc_correction_coefficient_a;
  reg [15:0]  adc_correction_coefficient_b;
  reg         adc_filter_reset;
  reg [4:0]   adc_filter_id;
  assign status_edge = {1'b0, adc_overflow, dac_underflow};
  assign status_level = {status_hold_diff_valid, 2'b00};
  assign cfg_which_pps = control[0];
  assign cfg_overflow_enabled = control[1];
  assign cfg_pps_tags_enabled = control[2];
  assign cfg_hold_enabled = control[3];
  assign cfg_sample_idx_mode = control[4];
  assign cfg_adc_decimation_ratio = adc_decimation_ratio;
  assign cfg_adc_filter_mask = adc_filter_mask;
  assign cfg_adc_correction_enable_a = adc_config[0];
  assign cfg_adc_correction_enable_b = adc_config[1];
  assign cfg_adc_correction_coefficient_a = adc_correction_coefficient_a;
  assign cfg_adc_correction_coefficient_b = adc_correction_coefficient_b;
  assign cfg_adc_filter_reset = adc_filter_reset;
  assign cfg_adc_filter_id = adc_filter_id;
  sync_up_bus #(
    .ASYNC_CLK(ASYNC_CLK))
  sync_up_bus (
    .up_clk(up_clk),
    .up_rstn(up_rstn),
    .up_wreq(up_wreq),
    .up_waddr(up_waddr),
    .up_wdata(up_wdata),
    .up_wack(up_wack),
    .up_rreq(up_rreq),
    .up_raddr(up_raddr),
    .up_rdata(up_rdata),
    .up_rack(up_rack),
    .user_clk(user_clk),
    .user_rstn(user_rstn),
    .user_wreq(user_wreq),
    .user_waddr(user_waddr),
    .user_wdata(user_wdata),
    .user_wack(user_wack),
    .user_rreq(user_rreq),
    .user_raddr(user_raddr),
    .user_rdata(user_rdata),
    .user_rack(user_rack));
  always @(posedge user_clk) begin
    if (user_rstn == 0) begin
      user_wack <= 1'b0;
      cfg_sample_idx  <= 'd0;
      cfg_sample_idx_updated <= 1'b0;
      cfg_overflow_wait <= 24'd10000;
      status_reg <= 3'b000;
      control  <= 5'b11110;
      adc_decimation_ratio <= 'd0;
      adc_filter_mask <= 'd0;
      adc_config <= 'd0;
      adc_correction_coefficient_a <= 'd0;
      adc_correction_coefficient_b <= 'd0;
      adc_filter_reset <= 'd0;
      adc_filter_id <= 'd0;
    end else begin
      cfg_sample_idx_updated <= 1'b0;
      user_wack <= user_wreq;
      if (status_clear)
        status_reg <= status_edge;
      else
        status_reg <= status_reg | status_edge;
      if (user_wreq == 1'b1) begin
        case (user_waddr)
          9'd1: control <= user_wdata[4:0];
          9'd2: status_reg <= user_wdata[2:0];
          9'd3: cfg_sample_idx[55:32] <= user_wdata[23:0];
          9'd4: begin
            cfg_sample_idx[31:0] <= user_wdata;
            cfg_sample_idx_updated <= 1'b1;
          end
          9'd9: cfg_overflow_wait <= user_wdata[23:0];
          9'd12: adc_filter_reset             <= user_wdata[0];
          9'd13: adc_decimation_ratio         <= user_wdata;
          9'd14: adc_filter_mask              <= user_wdata[2:0];
          9'd15: adc_config                   <= user_wdata[1:0];
          9'd16: adc_correction_coefficient_a <= user_wdata[15:0];
          9'd17: adc_correction_coefficient_b <= user_wdata[15:0];
          9'd18: adc_filter_id                <= user_wdata[4:0];
        endcase
      end
    end
  end
  always @(posedge user_clk) begin
    if (user_rstn == 0) begin
      user_rack <= 'd0;
      user_rdata <= 'd0;
      status_clear <= 1'b0;
    end else begin
      user_rack <= user_rreq;
      status_clear <= 1'b0;
      if (user_rreq == 1'b1) begin
        user_rdata <= 'd0;
        case (user_raddr)
          9'd0:  user_rdata       <= {BLK_ID, BLK_VER};
          9'd1:  user_rdata[4:0]  <= control;
          9'd2:  begin
            status_clear <= 1'b1;
            user_rdata[2:0]  <= status_reg | status_level;
          end
          9'd3:  user_rdata[23:0] <= cfg_sample_idx[55:32];
          9'd4:  user_rdata       <= cfg_sample_idx[31:0];
          9'd5:  user_rdata[23:0] <= status_sample_idx_adc[55:32];
          9'd6:  user_rdata       <= status_sample_idx_adc[31:0];
          9'd7:  user_rdata[23:0] <= status_sample_idx_dac[55:32];
          9'd8:  user_rdata       <= status_sample_idx_dac[31:0];
          9'd9:  user_rdata[23:0] <= cfg_overflow_wait;
          9'd10: user_rdata[23:0] <= status_hold_diff[55:32];
          9'd11: user_rdata       <= status_hold_diff[31:0];
          9'd12: user_rdata        <= { 31'h0, adc_filter_reset};
          9'd13: user_rdata        <= adc_decimation_ratio;
          9'd14: user_rdata        <= { 29'h0, adc_filter_mask};
          9'd15: user_rdata        <= { 30'h0, adc_config};
          9'd16: user_rdata        <= { 16'h0, adc_correction_coefficient_a};
          9'd17: user_rdata        <= { 16'h0, adc_correction_coefficient_b};
          9'd18: user_rdata        <= { 27'h0, adc_filter_id};
          default: user_rdata <= 32'hdeadbeef;
        endcase
      end
    end
  end
endmodule
==> design/flow/run.sh <==
#!/bin/bash
# OpenROAD 26Q1-2900-gdf79404cd8, Yosys 0.63+post, stock flow scripts
make -C /OpenROAD-flow-scripts/flow DESIGN_CONFIG=/design/flow/config.mk WORK_HOME=/design/flow/orfs finish
==> design/flow/config.mk <==
export PLATFORM = sky130hd
export DESIGN_NAME = default_block_regs
export DESIGN_NICKNAME = default_block_regs
export VERILOG_FILES = /design/flow/design.v
export SDC_FILE = /design/flow/constraint.sdc
export NUM_CORES = 4
export LEC_CHECK = 1
export CORE_UTILIZATION = 30
==> design/flow/constraint.sdc <==
current_design default_block_regs

set clk_period 3.1
set clk_io_pct 0.2

create_clock -name clk0 -period $clk_period [get_ports {up_clk}]
create_clock -name clk1 -period $clk_period [get_ports {user_clk}]

set non_clock_inputs [all_inputs -no_clocks]
set_input_delay [expr $clk_period * $clk_io_pct] -clock clk0 $non_clock_inputs
set_output_delay [expr $clk_period * $clk_io_pct] -clock clk0 [all_outputs]
==> results_tabular.tex <==
% Implementation results table
\begin{tabular}{lr}
\hline
Metric & Value \\
\hline
\multicolumn{2}{l}{\textbf{Worst setup path}} \\
\quad Cells on worst reg2reg path & 5 \\
\quad Worst endpoint required time & approximately 3.5 ns \\
\quad Reg2reg start & sync\_up\_bus.user\_raddr[0] \\
\quad Crit Reg-Reg Endpoint & user\_rdata[5] \\
\quad Crit path largest cell delay & around 0.6 ns \\
\quad Register-to-register setup slack & between 0.6 and 0.7 ns \\
\quad CP arrival & 2.82 ns \\
\quad Worst Path Class, Setup & reg -> reg \\
\quad Crit-path cells & buf\_12, mux2i\_1, o2bb2ai\_1, a221oi\_1, a21oi\_1 \\
\quad Startpoint class of the critical path & register \\
\quad Critical-path top delay cell & sky130\_fd\_sc\_hd\_\_dfxtp\_4 \\
\quad Worst setup EP type & register \\
\quad Critical path peak fanout & 62 \\
\multicolumn{2}{l}{\textbf{Routing}} \\
\quad DRC & 0 \\
\quad Starting DRC count in detailed routing & 1230 \\
\quad Routed WL per cell & 23.7 microns \\
\quad Number of vias after detailed routing & 15500 \\
\quad Final WL & 72800 microns \\
\quad Ratio of routed vias to standard cells & slightly above 5 \\
\quad Antenna-violating nets left & 0 \\
\quad Number of detailed-routing iterations run before antenna repair & 9 \\
\multicolumn{2}{l}{\textbf{Min path}} \\
\quad Hold EP & sync\_up\_bus.user\_waddr[7] \\
\quad Hold Path Depth & 2 \\
\quad Min-Delay Path Class & reg -> reg \\
\quad Hold wc startpoint & sync\_up\_bus.up\_wr\_hold[7] \\
\multicolumn{2}{l}{\textbf{Logic synthesis}} \\
\quad Chip area from the yosys synthesis statistics & 0.0170 sq mm \\
\quad Netlist cell types & between 60 and 70 \\
\quad XOR Share, Synth & 0 \\
\quad Top cell area share & 0.462 \\
\quad Largest non-sequential cell family by area & simple AND/OR/NAND/NOR gates \\
\quad Post-synthesis compound-gate area fraction & 0.194 \\
\quad Dominant register cell in the synthesized netlist & sky130\_fd\_sc\_hd\_\_dfxtp\_1 \\
\quad Total of warnings raised by yosys & 2 \\
\quad Average cell area after synthesis & 8.83 sq um \\
\quad Number of cells in the yosys synthesis report & 1926 \\
\quad Adder share & 0 \\
\quad Fraction of the yosys area taken by sequential cells & 0.462 \\
\quad Fraction of synthesized area in multiplexers & 0.104 \\
\quad Top post-synthesis cells by area & sky130\_fd\_sc\_hd\_\_dfxtp\_1 46\%, sky130\_fd\_sc\_hd\_\_nand2\_1 12\%, sky130\_fd\_sc\_hd\_\_a21boi\_0 10\% \\
\quad Synth async-reset ratio & 0 \\
\quad Gate Count Post-Synth & about 1900 \\
\quad Yosys top cell by area & sky130\_fd\_sc\_hd\_\_dfxtp\_1 \\
\quad Post-synthesis cell area & 0.0170 sq mm \\
\quad Number of synthesized flops with an enable pin & 0 \\
\quad Ys flops & just under 400 \\
\quad Fraction of the mapped netlist area in simple logic gates & 0.201 \\
\multicolumn{2}{l}{\textbf{Power and ir drop}} \\
\quad Leakage & between 8 and 9 nW \\
\quad Pwr/cell area & 471 mW/mm\^{}2 \\
\quad Max VDD drop & approximately 0.31 mV \\
\multicolumn{2}{l}{\textbf{Global route}} \\
\quad Overall overflow remaining after global route & 0 \\
\quad Antenna violations before repair & 10 \\
\quad Via count of the first global-routing pass & 14800 \\
\quad Pin count of the biggest net entering global routing & 92 \\
\quad GR Util All Layers & 0.259 \\
\quad Wire length of the first global-routing pass & around 100000 microns \\
\multicolumn{2}{l}{\textbf{Final layout}} \\
\quad FILL cells & between 5000 and 6000 \\
\quad Most common logic cells in the final layout & 548 x sky130\_fd\_sc\_hd\_\_nand2\_1, 418 x sky130\_fd\_sc\_hd\_\_clkdlybuf4s50\_1, 388 x sky130\_fd\_sc\_hd\_\_dfxtp\_1, 236 x sky130\_fd\_sc\_hd\_\_a21boi\_0, 102 x sky130\_fd\_sc\_hd\_\_mux2i\_1 \\
\quad Layout Area Growth over Synthesis & 37.7\% \\
\quad Fraction of layout instances using a drive strength above 1 & 0.0851 \\
\quad Top cell excl fill/tap & sky130\_fd\_sc\_hd\_\_nand2\_1 \\
\quad Flip-flop count of the largest register after layout & 56 \\
\quad Registers with the highest flip-flop counts & cfg\_sample\_idx x56, sync\_up\_bus.up\_wr\_hold x41 \\
\quad Post-route cell area & 0.0234 sq mm \\
\quad Register containing the most flip-flops in the final layout & cfg\_sample\_idx \\
\multicolumn{2}{l}{\textbf{Outcome}} \\
\quad Run status & finished, final reports clean \\
\multicolumn{2}{l}{\textbf{Die}} \\
\quad I/O pin total & 422 \\
\quad Number of core rows & 86 \\
\quad Die height & roughly 240 microns \\
\quad Die Span X & 240 microns \\
\quad Core area & 0.0555 sq mm \\
\quad Total die size & $\sim$0.058 sq mm \\
\quad Initial Utilization & 0.306 \\
\multicolumn{2}{l}{\textbf{Job}} \\
\quad Tally of OpenROAD warnings & 26 \\
\quad MaxCap Viol Count & 0 \\
\multicolumn{2}{l}{\textbf{Timing}} \\
\quad Setup\_tns & 0 ns \\
\quad Number of endpoints failing setup at the final stage & 0 \\
\quad Fin Clk Skew & 0.0221 ns \\
\quad Count of final hold-check violations & 0 \\
\quad Pins over their slew limit & 0 \\
\quad Worst slew pin tran & 0.913 ns \\
\quad Setup repair after global routing missed its margin & false \\
\quad Max transition margin & 0.386 \\
\multicolumn{2}{l}{\textbf{Placed design}} \\
\quad Final Wtd Congestion & 1.01 \\
\quad Count of buffers inserted at the top-level ports & 420 \\
\quad DP Wirelength & 55900 microns \\
\quad Cell area after placement & 0.0220 sq mm \\
\multicolumn{2}{l}{\textbf{CTS}} \\
\quad Post-CTS repair timing setup buffer count & 0 \\
\quad Clock sinks & 392 \\
\quad Cells resized by post-CTS repair & 0 \\
\quad TritonCTS clock tree & built \\
\quad Hold\_buf cts & 0 \\
\quad Clock slew at reported path FFs & 0.06 ns \\
\hline
\end{tabular}
==> cell families after synthesis <==
kind of cell	count (synthesis)
AOI/OAI and AO/OA	455
buffers and inverters	164
DFF	392
muxes	148
and+or+nand+nor	767
==> metal layers <==
metal  vias up  wire length [microns]  GRT usage
met4         4                   2660     0.0803
met5         -                     27          0
li1       7409                      -          -
met2       615                  32100      0.381
met3       126                   6660     0.0852
met1      7381                  31300      0.365
==> critical path: cells and delay by family (launching register included) <==
kind	cells	cell delay [ns]
buffers and inverters	1	0.37
multiplexers	1	0.44
flip-flops	1	0.60
AND-OR/OR-AND	3	0.81
==> per-stage QoR <==
step	setup WS (ns)	hold WS, ns	std cells	power [mW]	util
after global routing	0.587	0.325	3068	11.4	0.421
after global placement	0.736	0.316	2989	5.88	0.396
final	0.682	0.307	3072	11.0	0.422
after CTS	0.734	0.306	3064	11.2	0.421
after detailed placement	0.726	0.321	2989	5.88	0.396
after floorplan	1.19	0.310	1926	5.47	-
==> area by class of cell <==
| class | instances | area [sq um] | area share |
|---|---|---|---|
| Inverter | 5 | 18.8 | 0.000802 |
| Tap cell | 748 | 936 | 0.0400 |
| Sequential cell | 392 | 7860 | 0.336 |
| Clock buffer | 56 | 1210 | 0.0515 |
| Timing Repair Buffer | 474 | 4640 | 0.198 |
| Multi-Input combinational cell | 1370 | 8520 | 0.364 |
| Clock inverter | 19 | 211 | 0.00903 |
| Antenna cell | 8 | 20.0 | 0.000855 |
==> synth_stat cells (22+ instances only) <==
cell type	number
sky130_fd_sc_hd__a21boi_0	236
sky130_fd_sc_hd__a21oi_1	36
sky130_fd_sc_hd__and2_1	22
sky130_fd_sc_hd__buf_2	32
sky130_fd_sc_hd__clkbuf_1	110
sky130_fd_sc_hd__dfxtp_1	392
sky130_fd_sc_hd__mux2_2	26
sky130_fd_sc_hd__mux2i_1	102
sky130_fd_sc_hd__nand2_1	548
sky130_fd_sc_hd__nand3_1	34
sky130_fd_sc_hd__nor2b_1	85
sky130_fd_sc_hd__o21ai_0	49
==> worst max-delay path by stage <==
stage / start / end / depth (start not counted)
final: sync_up_bus.user_raddr[0] / user_rdata[5] / 5
after global routing: sync_up_bus.user_raddr[4] / user_rdata[25] / 6
after CTS: sync_up_bus.user_raddr[5] / user_rdata[10] / 5
==> where the power goes <==
| part | internal, mW | total, mW | switching, mW |
|---|---|---|---|
| Clock | 3.09 | 5.26 | 2.17 |
| Combinational | 0.382 | 0.638 | 0.256 |
| Sequential | 5.09 | 5.13 | 0.0438 |
| Total | 8.56 | 11.0 | 2.47 |
Power and IR drop assume default switching activity.
